===== flow/design.v =====
`timescale 1ns / 1ps
`default_nettype none
module gp1(input wire a, b,
           output wire g, p);
   assign g = a & b;
   assign p = a | b;
endmodule
module gp4(input wire [3:0] gin, pin,
           input wire cin,
           output wire gout, pout,
           output wire [2:0] cout);
    wire g_1_0 = gin[1] | (pin[1] & gin[0]);
    wire p_1_0 = pin[1] & pin[0];
    wire c_1 = gin[0] | (pin[0] & cin);
    wire g_3_2 = gin[3] | (pin[3] & gin[2]);
    wire p_3_2 = pin[3] & pin[2];
    wire c_2 = g_1_0 | (p_1_0 & cin);
    wire c_3 = gin[2] | (pin[2] & c_2);
    wire g_3_0 = g_3_2 | (p_3_2 & g_1_0);
    wire p_3_0 = p_3_2 & p_1_0;
    assign gout = g_3_0;
    assign pout = p_3_0;
    assign cout = {c_3, c_2, c_1};
endmodule
module cla16
  (input wire [15:0]  a, b,
   input wire         cin,
   output wire [15:0] sum);
    wire [15:0] gin;
    wire [15:0] pin;
    wire [15:0] gout;
    wire [15:0] pout;
    wire g_3_0, g_7_4, g_11_8, g_15_12;
    wire p_3_0, p_7_4, p_11_8, p_15_12;
    wire [15:0] carry;
    genvar i;
    for (i = 0; i < 16; i = i + 1) begin
        gp1 g(.a(a[i]), .b(b[i]), .g(gin[i]), .p(pin[i]));
    end
    assign carry[0] = cin;
    gp4 gp4_1(.gin(gin[3:0]), .pin(pin[3:0]), .cin(cin), .gout(g_3_0), .pout(p_3_0), .cout(carry[3:1]));
    assign carry[4] = g_3_0 | (p_3_0 & cin);
    gp4 gp4_2(.gin(gin[7:4]), .pin(pin[7:4]), .cin(carry[4]), .gout(g_7_4), .pout(p_7_4), .cout(carry[7:5]));
    assign carry[8] = g_7_4 | (p_7_4 & carry[4]);
    gp4 gp4_3(.gin(gin[11:8]), .pin(pin[11:8]), .cin(carry[8]), .gout(g_11_8), .pout(p_11_8), .cout(carry[11:9]));
    assign carry[12] = g_11_8 | (p_11_8 & carry[8]);
    gp4 gp4_4(.gin(gin[15:12]), .pin(pin[15:12]), .cin(carry[12]), .gout(g_15_12), .pout(p_15_12), .cout(carry[15:13]));
    genvar j;
    for (j = 0; j < 16; j = j + 1) begin
        assign sum[j] = (a[j] ^ b[j] ^ carry[j]) | (a[j] & b[j] & carry[j]);
    end
endmodule
module gpn
  #(parameter N = 4)
  (input wire [N-1:0] gin, pin,
   input wire  cin,
   output wire gout, pout,
   output wire [N-2:0] cout);
endmodule

===== flow/run.sh =====
#!/bin/bash
# OpenROAD 26Q1-2900-gdf79404cd8, Yosys 0.63+post, stock flow scripts
make -C /OpenROAD-flow-scripts/flow DESIGN_CONFIG=/design/flow/config.mk WORK_HOME=/design/flow/orfs finish

===== flow/config.mk =====
export PLATFORM = sky130hd
export DESIGN_NAME = cla16
export DESIGN_NICKNAME = cla16
export VERILOG_FILES = /design/flow/design.v
export SDC_FILE = /design/flow/constraint.sdc
export NUM_CORES = 4
export LEC_CHECK = 1
export CORE_AREA = 10 10 82 82
export DIE_AREA = 0 0 92 92

===== flow/constraint.sdc =====
current_design cla16

set clk_period 6.2
set clk_io_pct 0.2

create_clock -name clk0 -period $clk_period

set non_clock_inputs [all_inputs -no_clocks]
set_input_delay [expr $clk_period * $clk_io_pct] -clock clk0 $non_clock_inputs
set_output_delay [expr $clk_period * $clk_io_pct] -clock clk0 [all_outputs]

==> Slide: Implementation Results <==
Synthesis and Place & Route Summary

Critical path
  – Crit path kind: input pin to output pin
  – Critical Path Sink Type: output pin
  – Critical-path top delay cell: clkdlybuf4s50_1
  – Maximum fanout along the worst path: 3
  – Max stage delay on crit path: 0.47 ns
  – Startpoint types: input pin
  – Crit-path leading delay family: buffers and inverters
  – Required time at the endpoint of the critical path: 4.96 ns
  – Cell type with the highest occurrence count on the critical path: nor2_1
  – Chain of cells forming the critical path: clkdlybuf4s50_1, inv_1, ha_1, nor2_1, a221oi_2, o41a_2, o21a_4, o22ai_2, o41a_1, fa_1, nand2_1, nor2_1, nor2_1, clkdlybuf4s50_1
  – Buffers plus inverters on the worst setup path: 3
  – Arr. time, crit path: 4.04 ns

Min path
  – Hold-critical path depth: 5
  – Hold_sp: cin
  – Worst hold endpoint: sum[0]
  – Classification of the worst-slack hold path: input pin to output pin

Floorplanning
  – Top Ports: 49
  – Chip area: 0.00846 mm^2
  – Horiz. Die Dim: 92 um
  – Row Count: 26
  – Core area: 0.00507 mm^2
  – FP Util: 18.8%
  – Die boundary height: 92 um

Power and ir drop
  – Static Leak: 0.785 nW
  – Power per cell area: 76.5 mW/mm^2
  – Post-layout total power: 0.000117 W
  – Peak supply drop: 0.0292 mV

STA
  – Max-Slew Margin vs Limit: 79.4%
  – Transition time at the pin with the least slew margin: 0.307 ns
  – Final period util: 85.1%
  – Post-layout minimum cycle time: 5.28 ns
  – Setup tns final: 0 ns
  – Worst hold slack across all endpoints: 3.56 ns
  – Maximum operating frequency: 190 MHz
  – Unrepaired setup endpoints after global routing: false
  – Final Hold Viols: 0
  – Final tally of setup violations: 0
  – Number of max-slew violations in the final report: 0

Yosys
  – Cell with the most instances after synthesis: inv_1
  – Count of cell types in the netlist: 20
  – Number of warnings printed during yosys synthesis: 0
  – Gate count after technology mapping: 127
  – Total standard cell area after synthesis: 953 um^2
  – Synth top cells by count: inv_1 (39), ha_1 (29), nor2_1 (22)
  – Top post-synthesis cells by area: ha_1 (38%), fa_1 (17%), inv_1 (15%), nor2_1 (8.7%), a21oi_1 (3.7%)
  – Syn Area/Cell: 7.51 um^2
  – Yosys stat chip area: 953 um^2
  – Synth Seq Share: 0%
  – Number of standard cells reported by yosys: 127
  – Top cell area share: 38.1%
  – Top cell type by total area after synthesis: ha_1

Clocking
  – Hold-fix buffers, CTS: 0
  – Post CTS Setup Buffer Count: 0
  – Resize count post-CTS: 0

Route
  – Remaining antenna violation count: 0
  – Routed via count: 890
  – Routed length per placed instance: 8.76 um
  – Via-to-Cell Ratio: 3.62
  – First-pass detailed-route iteration total: 4
  – Initial drt markers: 18
  – Number of antenna repair diodes: 0
  – Drt drc: 0
  – Drt total wl: 2160 um

Placement
  – Routability cong.: 0.732
  – Number of placed instances, taps included: 246
  – Half-perimeter wire length after detailed placement: 2080 um
  – Count of buffers inserted at the top-level ports: 49

Finish
  – Sequential cell count: 0
  – Sequential cell area: 0 um^2
  – Post-layout util: 30.2%
  – Multi-input gate area in the final layout: 807 um^2
  – Synth-to-layout area growth: 60.6%
  – Clock buffer instance count of the final layout: 0
  – Fraction of final layout cells with drive strength greater than 1: 3.41%
  – Final cell count without fillers: 246
  – FILL cells: 550

Global route
  – Overall global routing resource usage: 5.16%
  – Pin count of the biggest net entering global routing: 5
  – Met2 usage: 8.82%
  – Antenna violations before repair: 0
  – Met3 usage in global routing: 1.65%
  – Total congestion overflow: 0
  – GR peak layer: met2
  – Via count of the first global-routing pass: 910
  – Global Route met1 Usage: 6.63%
  – Global-route wire length before repair: 3790 um

Job
  – OpenROAD warnings: 53
  – Number of max-capacitance violations reported: 0

Run status
  – Status: finished, final reports clean
worst max-delay path by stage:
stage / depth (start not counted) / slack (ns) / to / from
4_1_cts: 14 / 0.89 / sum[15] / a[2]
5_1_grt: 14 / 0.73 / sum[15] / b[2]
6_report: 14 / 0.92 / sum[15] / a[2]
tightest hold or removal path: stages:
cell             delay [ns]
clkdlybuf4s50_1        0.42
inv_1                  0.07
fa_1                   0.15
inv_1                  0.04
clkdlybuf4s50_1        0.40
layout make-up:
type	instances	share of cell area [%]
tap	70	5.72
multi-input combinational	88	52.7
timing repair buffer	49	32.0
inverter	39	9.56
power by group:
| part | leakage [nW] | total (W) | internal (W) | switching, W |
|---|---|---|---|---|
| clock | 0 | 0 | 0 | 0 |
| combinational | 0.785 | 0.000117 | 0.0000761 | 0.0000410 |
| sequential | 0 | 0 | 0 | 0 |
metal layers:
metal | up-vias | part of all wire, % | routed length (um)
li1 | 484 | - | -
met1 | 383 | 44 | 948
met2 | 23 | 48 | 1040
met3 | 0 | 7.8 | 169
met4 | 0 | 0 | 0
met5 | - | 0 | 0
cell usage in the layout (no fill, tap or decap):
cell type	Yosys	layout
o41a_2	1	1
a221oi_2	1	1
o31ai_1	1	1
clkdlybuf4s50_1	0	49
o21a_4	1	1
or2_2	1	1
or4_1	1	1
a21oi_1	7	7
o31a_1	1	1
o21bai_1	2	2
o22ai_2	1	1
o41a_1	1	1
fa_1	8	8
ha_1	29	29
nor2_1	22	22
inv_1	39	39
nor2b_1	1	1
or4_2	1	1
nand2_1	6	6
a21o_1	1	1
nor3_1	2	2
through the flow:
step / setup slack, ns / area, um^2
floorplan: 1.99 / 953
global placement: 0.921 / 1530
detailed placement: 0.892 / 1530
CTS: 0.891 / 1530
global route: 0.735 / 1530
finish: 0.925 / 1530
logic make-up after synthesis:
kind of cell / share of synthesized area (%)
buffers and inverters: 15.4
AND-OR/OR-AND: 14.7
AND/OR/NAND/NOR: 15.1
adder cells (fa/ha/maj): 54.9
Power and IR drop assume default switching activity.
