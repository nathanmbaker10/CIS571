File: design/flow/run.sh
#!/bin/bash
# OpenROAD 26Q1-2900-gdf79404cd8, Yosys 0.63+post, stock flow scripts
make -C /OpenROAD-flow-scripts/flow DESIGN_CONFIG=/design/flow/config.mk WORK_HOME=/design/flow/orfs finish
File: design/flow/config.mk
export PLATFORM = sky130hd
export DESIGN_NAME = Nbit_mux4to1
export DESIGN_NICKNAME = Nbit_mux4to1
export VERILOG_FILES = /design/flow/design.v
export SDC_FILE = /design/flow/constraint.sdc
export NUM_CORES = 4
export LEC_CHECK = 1
export CORE_AREA = 10 10 70 70
export DIE_AREA = 0 0 80 80
File: design/flow/constraint.sdc
current_design Nbit_mux4to1

set clk_period 3.2
set clk_io_pct 0.2

create_clock -name clk0 -period $clk_period

set non_clock_inputs [all_inputs -no_clocks]
set_input_delay [expr $clk_period * $clk_io_pct] -clock clk0 $non_clock_inputs
set_output_delay [expr $clk_period * $clk_io_pct] -clock clk0 [all_outputs]
File: design/flow/design.v
`timescale 1ns / 1ps
`default_nettype none
module Nbit_mux2to1 #(parameter n = 16)
    (
        input  wire         sel,
        input  wire [n-1:0] a,
        input  wire [n-1:0] b,
        output wire [n-1:0] out
    );
    genvar i;
    for (i = 0; i < n; i = i+1) begin
        mux2to1 m(
            .S(sel), 
            .A(a[i]), 
            .B(b[i]), 
            .Out(out[i])
        );
    end
endmodule
module mux4to1
    (
        input  wire [1:0] sel,
        input  wire       a,
        input  wire       b,
        input  wire       c,
        input  wire       d,
        output wire       out
    );
    assign out = sel == 2'd0 ? a : 
        (sel == 2'd1 ? b :
        (sel == 2'd2 ? c : d));
endmodule
module Nbit_mux4to1 #(parameter n = 16)
    (
        input  wire [  1:0] sel,
        input  wire [n-1:0] a,
        input  wire [n-1:0] b,
        input  wire [n-1:0] c,
        input  wire [n-1:0] d,
        output wire [n-1:0] out
    );
    genvar i;
    for (i = 0; i < n; i = i+1) begin
        mux4to1 m(
            .sel(sel), 
            .a(a[i]), 
            .b(b[i]), 
            .c(c[i]), 
            .d(d[i]), 
            .out(out[i])
        );
    end
endmodule
module lc4_branch_logic
   (input  wire [2:0] insn_11_9,
    input  wire       is_branch,
    input  wire [2:0] nzp_reg_out,
    output wire       branch_logic_out
   );
   wire mux_out;
   mux8to1 m (
      .sel(insn_11_9), 
      .a(1'b0), 
      .b(nzp_reg_out[0]),
      .c(nzp_reg_out[1]),
      .d(nzp_reg_out[0] | nzp_reg_out[1]),
      .e(nzp_reg_out[2]),
      .f(nzp_reg_out[0] | nzp_reg_out[2]),
      .g(nzp_reg_out[1] | nzp_reg_out[2]),
      .h(nzp_reg_out[0] | nzp_reg_out[1] | nzp_reg_out[2]),
      .out(mux_out)
   );
   assign branch_logic_out = mux_out & is_branch;
endmodule
module nzp
   (
      input  wire [15:0] in,
      output wire [2:0]  out
   );
   assign out[1] = (in == 16'b0 ? 1'b1 : 1'b0);
   assign out[2] = (in[15] == 1'b1 ? 1'b1 : 1'b0);
   assign out[0] = ~out[1] & ~out[2];
endmodule
module lc4_processor
   (input  wire        clk,                 
    input  wire        rst,                 
    input  wire        gwe,                 
    output wire [15:0] o_cur_pc,            
    input  wire [15:0] i_cur_insn,          
    output wire [15:0] o_dmem_addr,         
    input  wire [15:0] i_cur_dmem_data,     
    output wire        o_dmem_we,           
    output wire [15:0] o_dmem_towrite,      
    output wire [1:0]  test_stall,          
    output wire [15:0] test_cur_pc,         
    output wire [15:0] test_cur_insn,       
    output wire        test_regfile_we,     
    output wire [2:0]  test_regfile_wsel,   
    output wire [15:0] test_regfile_data,   
    output wire        test_nzp_we,         
    output wire [2:0]  test_nzp_new_bits,   
    output wire        test_dmem_we,        
    output wire [15:0] test_dmem_addr,      
    output wire [15:0] test_dmem_data,      
    input  wire [7:0]  switch_data,         
    output wire [7:0]  led_data             
    );
   assign led_data = switch_data;
   wire [15:0]   pc;       
   wire [15:0]   next_pc;  
   Nbit_reg #(16, 16'h8200) pc_reg (.in(stall ? pc: next_pc), .out(pc), .clk(clk), .we(1'b1), .gwe(gwe), .rst(rst));
   assign o_cur_pc = pc;
   wire [15:0] pc_out_d;
   wire [15:0] insn_out_d;
   wire [1:0]  stall_out_d;
   Nbit_reg #(16) pc_reg_d (.in(stall ? pc_out_d: pc), .out(pc_out_d), .clk(clk), .we(1'b1), .gwe(gwe), .rst(rst));
   Nbit_reg #(16) insn_reg_d (.in(misprediction ? 16'b0 : (stall ? insn_out_d : i_cur_insn)), .out(insn_out_d), .clk(clk), .we(1'b1), .gwe(gwe), .rst(rst));
   Nbit_reg #(2, 2'd2)  stall_reg_d (.in(misprediction ? 2'd2 : 2'd0), .out(stall_out_d), .clk(clk), .we(1'b1), .gwe(gwe), .rst(rst));
   wire [ 2:0] r1sel;
   wire        r1re;              
   wire [ 2:0] r2sel;              
   wire        r2re;               
   wire [ 2:0] wsel;               
   wire        regfile_we;         
   wire        nzp_we;             
   wire        select_pc_plus_one; 
   wire        is_load;            
   wire        is_store;          
   wire        is_branch;         
   wire        is_control_insn;  
   lc4_decoder decode (
      .insn(insn_out_d), 
      .r1sel(r1sel), 
      .r1re(r1re), 
      .r2sel(r2sel), 
      .r2re(r2re), 
      .wsel(wsel), 
      .regfile_we(regfile_we), 
      .nzp_we(nzp_we), 
      .select_pc_plus_one(select_pc_plus_one), 
      .is_load(is_load), 
      .is_store(is_store), 
      .is_branch(is_branch), 
      .is_control_insn(is_control_insn)
   );
   wire [15:0] o_rs_data;
   wire [15:0] o_rt_data;
   wire [15:0] i_wdata;
   lc4_regfile #(16) regfile (
      .clk(clk),
      .gwe(gwe),
      .rst(rst),
      .i_rs(r1sel),
      .o_rs_data(o_rs_data),
      .i_rt(r2sel),
      .o_rt_data(o_rt_data),
      .i_rd(control_w[6:4]),
      .i_wdata(i_wdata),
      .i_rd_we(control_w[3])
   );
   wire [15:0] reg_1_mux_out; 
   wire [15:0] reg_2_mux_out;
   Nbit_mux2to1 reg_1_mux (.sel(control_w[6:4] == r1sel & control_w[3] & r1re), .a(o_rs_data), .b(load_mux_output), .out(reg_1_mux_out));
   Nbit_mux2to1 reg_2_mux (.sel(control_w[6:4] == r2sel & control_w[3] & r2re), .a(o_rt_data), .b(load_mux_output), .out(reg_2_mux_out));
   wire stall;
   assign stall = control_x[4] & (r1sel == control_x[9:7] & r1re | ((r2sel == control_x[9:7]) & r2re & ~is_store) | is_branch);
   wire [15:0] pc_out_x;
   wire [15:0] insn_out_x;
   wire [15:0] a_out_x;
   wire [15:0] b_out_x;
   wire [2:0]  r1sel_out_x;
   wire [2:0]  r2sel_out_x;
   wire [11:0] control_x;
   wire [1:0]  stall_out_x;
   Nbit_reg #(16) pc_reg_x (.in(pc_out_d), .out(pc_out_x), .clk(clk), .we(1'b1), .gwe(gwe), .rst(rst));
   Nbit_reg #(16) insn_reg_x (.in((misprediction | stall) ? 16'b0 : insn_out_d), .out(insn_out_x), .clk(clk), .we(1'b1), .gwe(gwe), .rst(rst));
   Nbit_reg #(16) a_reg_x (.in(reg_1_mux_out), .out(a_out_x), .clk(clk), .we(1'b1), .gwe(gwe), .rst(rst));
   Nbit_reg #(16) b_reg_x (.in(reg_2_mux_out), .out(b_out_x), .clk(clk), .we(1'b1), .gwe(gwe), .rst(rst));
   Nbit_reg #(3)  r1sel_reg_x (.in(r1sel), .out(r1sel_out_x), .clk(clk), .we(1'b1), .gwe(gwe), .rst(rst));
   Nbit_reg #(3)  r2sel_reg_x (.in(r2sel), .out(r2sel_out_x), .clk(clk), .we(1'b1), .gwe(gwe), .rst(rst));
   Nbit_reg #(12)  control_reg_x (
      .in((misprediction | stall) ? 12'b0: ({r1re, r2re, wsel, regfile_we, nzp_we, is_load, is_store, select_pc_plus_one, is_branch, is_control_insn})),
      .out(control_x),
      .clk(clk), .we(1'b1), .gwe(gwe), .rst(rst)
   );
   Nbit_reg #(2, 2'd2)  stall_reg_x (.in(misprediction ? 2'd2 : (stall ? 2'd3 : stall_out_d)), .out(stall_out_x), .clk(clk), .we(1'b1), .gwe(gwe), .rst(rst));
   wire branch_logic_out;
   lc4_branch_logic branch_logic (.insn_11_9(insn_out_x[11:9]), .is_branch(control_x[1]), .nzp_reg_out(nzp_reg_out), .branch_logic_out(branch_logic_out));
   wire misprediction = branch_logic_out | control_x[0];
   wire [15:0] alu_output;
   wire [15:0] alu_in_a;
   Nbit_mux4to1 alu_in_a_mux (
      .sel(control_x[11] ? (r1sel_out_x == control_m[6:4] & control_m[3] ? 2'b0 : (r1sel_out_x == control_w[6:4] & control_w[3] ? 2'b1 : 2'd2)): 2'd2), 
      .a(o_out_m), .b(load_mux_output), .c(a_out_x), .d(a_out_x), .out(alu_in_a)
   );
   wire [15:0] alu_in_b;
   Nbit_mux4to1 alu_in_b_mux (
      .sel(control_x[10] ? (r2sel_out_x == control_m[6:4] & control_m[3] ? 2'b0 : (r2sel_out_x == control_w[6:4] & control_w[3] ? 2'b1 : 2'd2)): 2'd2), 
      .a(o_out_m), .b(load_mux_output), .c(b_out_x), .d(b_out_x), .out(alu_in_b)
   );
   lc4_alu alu (
      .i_insn(insn_out_x),
      .i_pc(pc_out_x),
      .i_r1data(alu_in_a),
      .i_r2data(alu_in_b),
      .o_result(alu_output)
   );   
   wire [2:0] nzp_reg_out;
   wire [2:0] nzp_reg_in; 
   Nbit_reg #(3, 3'b0) nzp_reg (.in(nzp_reg_in), .out(nzp_reg_out), .clk(clk), .we(control_x[5] | control_m[1]), .gwe(gwe), .rst(rst));
   nzp nzp_x (.in(control_x[5] ? alu_mux_output : i_cur_dmem_data), .out(nzp_reg_in));
   wire [15:0] pc_f_plus_one;
   wire [15:0] pc_x_plus_one;
   cla16 adder_pc_f_plus_one (.a(pc), .b(16'b1), .cin(1'b0), .sum(pc_f_plus_one));
   cla16 adder_pc_x_plus_one (.a(pc_out_x), .b(16'b1), .cin(1'b0), .sum(pc_x_plus_one)); 
   mux2to1_16 next_pc_mux (.S(branch_logic_out | control_x[0]), .A(pc_f_plus_one), .B(alu_output), .Out(next_pc));
   wire [15:0] alu_mux_output;
   mux2to1_16 alu_mux (.S(control_x[2]), .A(alu_output), .B(pc_x_plus_one), .Out(alu_mux_output));
   wire [15:0] o_dmem_addr_in;
   assign o_dmem_addr_in = (control_x[4] | control_x[3]) ? alu_output : 16'b0;
   wire [15:0] pc_out_m;
   wire [15:0] insn_out_m;
   wire [15:0] o_out_m;
   wire [15:0] b_out_m;
   wire [6:0]  control_m;
   wire [1:0]  stall_out_m;
   wire [2:0]  r2sel_out_m;
   Nbit_reg #(16) pc_reg_m (.in(pc_out_x), .out(pc_out_m), .clk(clk), .we(1'b1), .gwe(gwe), .rst(rst));
   Nbit_reg #(16) insn_reg_m (.in(insn_out_x), .out(insn_out_m), .clk(clk), .we(1'b1), .gwe(gwe), .rst(rst));
   Nbit_reg #(16) o_reg_m (.in(alu_mux_output), .out(o_out_m), .clk(clk), .we(1'b1), .gwe(gwe), .rst(rst));
   Nbit_reg #(16) b_reg_m (.in(alu_in_b), .out(b_out_m), .clk(clk), .we(1'b1), .gwe(gwe), .rst(rst));
   Nbit_reg #(16) o_dmem_addr_reg_m (.in(o_dmem_addr_in), .out(o_dmem_addr), .clk(clk), .we(1'b1), .gwe(gwe), .rst(rst));
   Nbit_reg #(3)  r2sel_reg_m (.in(r2sel_out_x), .out(r2sel_out_m), .clk(clk), .we(1'b1), .gwe(gwe), .rst(rst));
   Nbit_reg #(7) control_reg_m (
      .in(control_x[9:3]),
      .out(control_m),
      .clk(clk), .we(1'b1), .gwe(gwe), .rst(rst)
   );
   Nbit_reg #(2, 2'd2)  stall_reg_m (.in(stall_out_x), .out(stall_out_m), .clk(clk), .we(1'b1), .gwe(gwe), .rst(rst));
   assign o_dmem_we = control_m[0];
   wire [15:0] dmem_data_mux_out;
   Nbit_mux2to1 dmem_data_mux(.sel(control_w[1] & control_m[0] & r2sel_out_m == control_w[6:4]), 
      .a(b_out_m), 
      .b(load_mux_output), 
      .out(dmem_data_mux_out)
   );
   assign o_dmem_towrite = control_m[0] ? dmem_data_mux_out : 16'b0;
   wire [15:0] o_out_w;
   wire [15:0] d_out_w;
   wire [15:0] test_dmem_towrite_w;
   wire [6:0]  control_w;
   Nbit_reg #(16) pc_reg_w (.in(pc_out_m), .out(test_cur_pc), .clk(clk), .we(1'b1), .gwe(gwe), .rst(rst));
   Nbit_reg #(16) insn_reg_w (.in(insn_out_m), .out(test_cur_insn), .clk(clk), .we(1'b1), .gwe(gwe), .rst(rst));
   Nbit_reg #(16) o_reg_w (.in(o_out_m), .out(o_out_w), .clk(clk), .we(1'b1), .gwe(gwe), .rst(rst));
   Nbit_reg #(16) d_reg_w (.in(i_cur_dmem_data), .out(d_out_w), .clk(clk), .we(1'b1), .gwe(gwe), .rst(rst));
   Nbit_reg #(16) test_dmem_towrite_reg_w (.in(o_dmem_towrite), .out(test_dmem_towrite_w), .clk(clk), .we(1'b1), .gwe(gwe), .rst(rst));
   Nbit_reg #(16) test_dmem_addr_reg_w (.in(o_dmem_addr), .out(test_dmem_addr), .clk(clk), .we(1'b1), .gwe(gwe), .rst(rst));
   Nbit_reg #(7) control_reg_w (
      .in(control_m),
      .out(control_w),
      .clk(clk), .we(1'b1), .gwe(gwe), .rst(rst)
   );
   Nbit_reg #(2, 2'd2)  stall_reg_w (.in(stall_out_m), .out(test_stall), .clk(clk), .we(1'b1), .gwe(gwe), .rst(rst));
   assign test_dmem_we = control_w[0];
   assign test_nzp_we = control_w[2];
   assign test_regfile_we = control_w[3];
   assign test_regfile_wsel = control_w[6:4];
   assign test_dmem_data = control_w[1] ? d_out_w : test_dmem_towrite_w;
   wire [15:0] load_mux_output;
   mux2to1_16 load_mux (.S(control_w[1]), .A(o_out_w), .B(d_out_w), .Out(load_mux_output));
   assign test_regfile_data = load_mux_output;
   assign i_wdata = load_mux_output;
   nzp nzp_w (.in(load_mux_output), .out(test_nzp_new_bits));
   always @(posedge gwe) begin
   end
endmodule
==> run summary <==
run results: Switching Power=0.0268 mW, fp_density=0.162, most frequent logic cell in the layout=clkdlybuf4s50_1, simple share=0, post-layout min period=2950 ps, TNS Setup=0 ps, fin util=0.379, Row Count=21, Hold Vio Cnt, Final=0, Synth Warn #=0, yosys cell count=36, Post-DP Area=1300 um2, xor+xnor area frac=0, # setup viols final=0, IO Port Bufs=82, critical path class=in -> out, PostCTS Resize Cnt=0, Max IR drop VDD=0.0442 mV, Top logic family=multiplexers, Yosys cell types=6, Max Freq=339 MHz, Net Sw Frac=0.166, Int Pwr=0.135 mW, Power, Total=0.162 mW, sequential share of the synthesized area=0, ANT cells=0, Vias=588, MaxCap Viol Count=0, Log Warnings=32, post-route antenna net violation count=0, Post-Synthesis Cells=36, # IOs=82, Finished Layout Cells=146, drt pass-1 iters=2, setup ws final=246 ps, register area=0 um2, status=finished clean, Hold Path Class=in -> out, first-pass GRT wire length=3470 um, Mean Syn Cell Area=15.3 um2, Flop pwr share=0, GP Congestion=0.802, initial antenna violation count=0, Worst-Margin Slew=300 ps, Critical Path Source Type=primary input, Die Y=80 um, Initial DRC Count=1, Tcrit/Tclk final=0.923, Routed WL=2420 um, Slew Viols, Final=0, grt ovf=0, GRT Util Overall=0.0682, RSZ-0062 raised after global routing=false, Crit. End Element=output port, CORE AREA=3420 um2, PD cells=125 nW/um2, cts hold-fix bufs=0, postcts setup bufs=0, MUX area fraction=0.707, Residual DRC=0, Gate power share=1.000, critical path peak fanout=16, clock buffers=0, worst hold margin=2390 ps, layout cells sized above 1=0.100, Final Instance Area=1300 um2, area growth from synthesis to layout=135%, critical path required time=2560 ps, yosys adder share=0, Slew HR=0.799, post-synthesis cell area=552 um2, vias in the first global route=689, largest net degree at the start of global routing=17, Placed Cells=146, post-synth area from yosys stat=552 um2, post-place setup slack=219 ps, Clock Power Share=0, Flops=0, Via density=4.03, Top cells excl fill/tap=clkdlybuf4s50_1 (82), mux4_1 (8), mux4_2 (8), Leakage=0.470 nW, wire per inst=16.6 um, Horiz. Die Dim=80 um, Chip Area=6400 um2, area fraction in compound gates=0, CP Data Arrival Time=2310 ps, DP HPWL=2260 um
==> final cells by class <==
| class | instances | area, um2 |
|---|---|---|
| well taps | 46 | 57.6 |
| repair buffers | 84 | 848 |
| fillers | 342 | 2120 |
| multi-input cells | 16 | 390 |
==> routing by layer <==
metal | up-vias | wire (um) | track usage
li1 | 272 | - | -
met1 | 265 | 930 | 0.0745
met2 | 51 | 1150 | 0.124
met3 | 0 | 334 | 0.0318
met4 | 0 | 0 | 0
met5 | - | 0 | 0
==> power by group through the flow <==
stage / sequential (mW) / clock (mW) / combinational [mW]
after CTS: 0 / 0 / 0.166
after global routing: 0 / 0 / 0.172
final: 0 / 0 / 0.162
==> logic make-up after synthesis <==
logic type | Yosys count
muxes | 16
buffers and inverters | 20
==> synth_stat cells <==
| cell type | count | area, um2 |
|---|---|---|
| buf_6 | 1 | 11.3 |
| buf_4 | 16 | 120 |
| mux4_1 | 8 | 210 |
| mux4_2 | 8 | 180 |
| buf_12 | 1 | 20.0 |
| buf_2 | 2 | 10.0 |
==> worst paths after layout <==
check | startpoint | to | slack [ps] | cells after the start
worst max-delay path | sel[0] | out[8] | 250 | 4
worst min-delay path | a[13] | out[13] | 2390 | 3
==> worst max-delay path, cell delays in order <==
cell and delay, ps:
clkdlybuf4s50_1 500, buf_12 180, mux4_1 570, clkdlybuf4s50_1 420
Power and IR drop assume default switching activity.
