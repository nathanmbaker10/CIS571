File: /design/flow/run.sh
#!/bin/bash
# OpenROAD 26Q1-2900-gdf79404cd8, Yosys 0.63+post, stock flow scripts
make -C /OpenROAD-flow-scripts/flow DESIGN_CONFIG=/design/flow/config.mk WORK_HOME=/design/flow/orfs finish
File: /design/flow/config.mk
export PLATFORM = sky130hd
export DESIGN_NAME = Nbit_mux8to1
export DESIGN_NICKNAME = Nbit_mux8to1
export VERILOG_FILES = /design/flow/design.v
export SDC_FILE = /design/flow/constraint.sdc
export NUM_CORES = 4
export LEC_CHECK = 1
export CORE_AREA = 10 10 89 89
export DIE_AREA = 0 0 99 99
File: /design/flow/constraint.sdc
current_design Nbit_mux8to1

set clk_period 5.9
set clk_io_pct 0.2

create_clock -name clk0 -period $clk_period

set non_clock_inputs [all_inputs -no_clocks]
set_input_delay [expr $clk_period * $clk_io_pct] -clock clk0 $non_clock_inputs
set_output_delay [expr $clk_period * $clk_io_pct] -clock clk0 [all_outputs]
File: /design/flow/design.v
`timescale 1ns / 1ps
`default_nettype none
module mux8to1
    (
        input  wire [2:0] sel,
        input  wire       a,
        input  wire       b,
        input  wire       c,
        input  wire       d,
        input  wire       e,
        input  wire       f,
        input  wire       g,
        input  wire       h,
        output wire       out
    );
    assign out = sel == 3'd0 ? a : 
        (sel == 3'd1 ? b :
        (sel == 3'd2 ? c :
        (sel == 3'd3 ? d :
        (sel == 3'd4 ? e :
        (sel == 3'd5 ? f :
        (sel == 3'd6 ? g : h))))));
endmodule
module Nbit_mux8to1 #(parameter n = 16)
    (
        input  wire [  2:0] sel,
        input  wire [n-1:0] a,
        input  wire [n-1:0] b,
        input  wire [n-1:0] c,
        input  wire [n-1:0] d,
        input  wire [n-1:0] e,
        input  wire [n-1:0] f,
        input  wire [n-1:0] g,
        input  wire [n-1:0] h,
        output wire [n-1:0] out
    );
    genvar i;
    for (i = 0; i < n; i = i+1) begin
        mux8to1 m(
            .sel(sel), 
            .a(a[i]), 
            .b(b[i]), 
            .c(c[i]), 
            .d(d[i]), 
            .e(e[i]),
            .f(f[i]), 
            .g(g[i]), 
            .h(h[i]), 
            .out(out[i])
        );
    end
endmodule
module lc4_regfile #(parameter n = 16)
   (input  wire         clk,
    input  wire         gwe,
    input  wire         rst,
    input  wire [  2:0] i_rs,       
    output wire [n-1:0] o_rs_data,  
    input  wire [  2:0] i_rt,       
    output wire [n-1:0] o_rt_data,  
    input  wire [  2:0] i_rd,       
    input  wire [n-1:0] i_wdata,    
    input  wire         i_rd_we     
    );
    wire [n-1:0] r0v, r1v, r2v, r3v, r4v, r5v, r6v, r7v;
    Nbit_reg # (n) r0 (.in(i_wdata), .out(r0v), .clk(clk), .we((i_rd == 3'd0) & i_rd_we), .gwe(gwe), .rst(rst));
    Nbit_reg # (n) r1 (.in(i_wdata), .out(r1v), .clk(clk), .we((i_rd == 3'd1) & i_rd_we), .gwe(gwe), .rst(rst));
    Nbit_reg # (n) r2 (.in(i_wdata), .out(r2v), .clk(clk), .we((i_rd == 3'd2) & i_rd_we), .gwe(gwe), .rst(rst));
    Nbit_reg # (n) r3 (.in(i_wdata), .out(r3v), .clk(clk), .we((i_rd == 3'd3) & i_rd_we), .gwe(gwe), .rst(rst));
    Nbit_reg # (n) r4 (.in(i_wdata), .out(r4v), .clk(clk), .we((i_rd == 3'd4) & i_rd_we), .gwe(gwe), .rst(rst));
    Nbit_reg # (n) r5 (.in(i_wdata), .out(r5v), .clk(clk), .we((i_rd == 3'd5) & i_rd_we), .gwe(gwe), .rst(rst));
    Nbit_reg # (n) r6 (.in(i_wdata), .out(r6v), .clk(clk), .we((i_rd == 3'd6) & i_rd_we), .gwe(gwe), .rst(rst));
    Nbit_reg # (n) r7 (.in(i_wdata), .out(r7v), .clk(clk), .we((i_rd == 3'd7) & i_rd_we), .gwe(gwe), .rst(rst));
    Nbit_mux8to1 # (n) mux1 (.sel(i_rs), .a(r0v), .b(r1v), .c(r2v), .d(r3v), .e(r4v), .f(r5v), .g(r6v), .h(r7v), .out(o_rs_data));
    Nbit_mux8to1 # (n) mux2 (.sel(i_rt), .a(r0v), .b(r1v), .c(r2v), .d(r3v), .e(r4v), .f(r5v), .g(r6v), .h(r7v), .out(o_rt_data));
endmodule
==> results.ini <==
[outcome]
outcome = completed

[drt]
vias = 1886
wl_um = 6670
via_per_inst = 4.96
drc_errors = 0
wl_per_cell_um = 17.5
postRouteAntennaNets = 0
firstDrtPassIters = 4
n_antenna_cell = 0
drt_iter0_markers = 71

[global_routing]
grt_pass1_wl_um = 10300
grt_pass1_vias = 2032
antenna_found_initial = 0
grt_max_degree = 51
overflow = 0
grtUsageTotal = 0.124

[placed_design]
placed_area_um2 = 2690
dp_hpwl_um = 5500
io_buffer_count = 147
gp_congestion = 0.905

[sta]
finalSetupViolations = 0
fin_crit_sh = 0.753
tightest_slew_ps = 620
totalNegativeSetupSlack_ps = 0
slew_headroom = 0.587
fin_crit_ps = 4440
hold_violations = 0
maxSlewViolCount = 0
max_freq_mhz = 225
rsz0062_at_grt = no

[worst_setup_path]
start_kind = input pin
worst_ep_required_time_ps = 4720
path_max_fanout = 29
critPathKind = in2out
crit_start = sel[1]
endpoint_kind = output port
cp.arrival_ps = 3260
crit_end = out[2]

[worst_hold_path]
min_path_type = in2out

[power_and_ir_drop]
leakage_nw = 0.994
powerDensity_nw_per_um2 = 73.2
ir_worst_vdd_v = 0.0000281
power.total_uw = 197

[synth]
ys_sh_mux = 0.257
compound_area_frac = 0.385
synth_cell_type_count = 29
ys_warn_count = 0
ys_seq_share = 0
ys_top_logic_family = AND-OR/OR-AND gates
ys_cells = 191
synthXorXnorAreaFrac = 0
syn_area_per_cell_um2 = 7.13
ys_area_um2 = 1360
simple_gate_share = 0.157
synthCells = 191
adder_share = 0
syn-cell-area_um2 = 1360

[floorplan]
core-area_um2 = 5990
rows = 28
dieArea_um2 = 9800
ios = 147
die_w_um = 99
die_h_um = 99
fp_util = 0.227

[final_layout]
clkbuf_count = 0
lay_top_count = clkdlybuf4s50_1
regArea_um2 = 0
fill_cells = 588
final_cell_mix = clkdlybuf4s50_1 (144), a21oi_1 (24), o22ai_1 (15)
design_area_um2 = 2690
drive_above_1_share = 0.0951
seq_cells = 0
final-comb-area_um2 = 1090
syn2layout_area_growth_pct = 97.4

[flow_run]
warning_count = 32
maxCapViolCount = 0

[cts]
post_cts_buffers = 0
holdBufCountCts = 0
cts_resized = 0

[layer usage]
metal	up-vias	routed length (µm)	share of wire	track usage
li1	940	-	-	-
met1	846	2660	0.40	0.139
met2	98	3170	0.48	0.221
met3	2	806	0.12	0.0564
met4	0	28	0.0042	0.00551
met5	-	0	0	0
[cells by family (layout without fill, tap and decap cells)]
logic type | count (synthesis) | count (layout)
buf+inv | 42 | 156
compound gates | 79 | 79
mux | 29 | 29
simple gates | 41 | 41
[per-stage QoR]
stage	worst slack, ps	cells	utilization	hold WS [ps]
floorplan	2580	191	-	2600
global placement	1460	380	0.449	3270
detailed placement	1440	380	0.449	3260
CTS	1420	380	0.449	3270
global route	1200	380	0.449	3300
finish	1460	380	0.449	3250
[area by class of cell]
type,instances,share of cell area
well taps,75,0.0349
multi-input cells,149,0.405
inverters,5,0.00698
repair buffers,151,0.553
[critical path, stage by stage]
cell             delay [ps]
buf_2                   340
buf_4                   360
a21boi_1                290
buf_4                   230
a2bb2oi_1               170
nor2_1                   80
o22ai_1                 100
clkdlybuf4s50_1         500
[report_power, final]
part | internal, mW | switching [mW] | total (mW)
sequential | 0 | 0 | 0
combinational | 0.137 | 0.0594 | 0.197
clock | 0 | 0 | 0
total | 0.137 | 0.0594 | 0.197
[Yosys cell counts, types with 5 or more instances]
library cell | instances | area (µm²)
a2bb2oi_1 | 14 | 123
mux2i_1 | 11 | 110
mux2_2 | 14 | 158
buf_2 | 7 | 35.0
buf_6 | 5 | 56.3
clkbuf_1 | 5 | 18.8
o21ai_0 | 10 | 50.1
o221ai_1 | 6 | 52.6
nor2_1 | 11 | 41.3
o22ai_1 | 15 | 93.8
buf_4 | 18 | 135
a21oi_1 | 24 | 120
nand2_1 | 13 | 48.8
inv_1 | 5 | 18.8
nand3b_1 | 11 | 82.6
[worst min-delay path by stage]
stage | startpoint | cells past startpoint | endpoint
finish | sel[2] | 4 | out[11]
global route | sel[2] | 4 | out[11]
CTS | sel[2] | 4 | out[11]
